<file path="design/flow/design.v">
module linebuffer#(
    parameter       DATA_LINES      = 3,
    parameter       DATA_NUM        = 1024,
    parameter       DATA_WIDTH      = 8
)(      
    input                                               rst_n,
    input                                               in_clk,in_de,
    input       [DATA_WIDTH-1:0]                        in_data,
    input                                               out_clk,out_de,
    output   reg   [DATA_LINES * DATA_WIDTH -1 : 0]     out_data
);
logic [DATA_NUM - 1 : 0][DATA_WIDTH - 1 : 0]  fifo_data [DATA_LINES - 1 : 0];
always@(posedge in_clk)
    if(!rst_n)   
        fifo_data[0][0] <= 0;
    else if(in_de) 
        fifo_data[0][0] <= in_data;
    else 
    	fifo_data[0][0] <= fifo_data[0][0];
genvar i1;
generate
    for( i1 = 0; i1 < DATA_LINES - 1; i1++)  
        always@(posedge in_clk)
            if(!rst_n)
                fifo_data[ i1 + 1 ][0] <= 0; 
            else if(in_de) 
                fifo_data[ i1 + 1 ][0] <= fifo_data[i1][DATA_NUM - 1];
            else
            	fifo_data[ i1 + 1 ][0] <= fifo_data[ i1 + 1 ][0];
endgenerate
always@(posedge in_clk)
    if(!rst_n)   
        fifo_data[0][DATA_NUM - 1] <= 0;
    else if(in_de) 
        for(int i2 = 0; i2 < DATA_LINES; i2++) 
            for(int j = 1; j < DATA_NUM; j++) 
                fifo_data[i2][j] <= fifo_data[i2][ j - 1 ];
    else
    	for(int i2 = 0; i2 < DATA_LINES; i2++) 
            for(int j = 1; j < DATA_NUM; j++) 
                fifo_data[i2][j] <= fifo_data[i2][j];
genvar i3;
generate
    for( i3 = 0; i3 < DATA_LINES; i3++)  
        always@(posedge out_clk) 
            if(out_de) 
                out_data[DATA_WIDTH * i3 +: DATA_WIDTH] <= fifo_data[i3][0]; 
            else 
            	out_data[DATA_WIDTH * i3 +: DATA_WIDTH] <= out_data[DATA_WIDTH * i3 +: DATA_WIDTH];
endgenerate
endmodule
module rgb_gauss#(
	parameter H_ACTIVE = 480,
	parameter RGB_WIDTH = 16
)(
	input			clk ,			
	input			in_hs, 			
	input			in_vs, 			
	input			in_de, 			
	input	[15:0]	in_data, 		
	output 			out_hs, 		
	output 			out_vs, 		
	output 			out_de,			
	output [15:0]	out_data 		
);
wire [15:0] w1,w2,w3;
linebuffer #(
	.DATA_LINES 	(3 			),
	.DATA_WIDTH 	(RGB_WIDTH 	),
	.DATA_NUM		(H_ACTIVE 	)
)linebuffer_m0(
	.rst_n 		(1'b1 			),
	.in_clk 	(clk 			),
	.in_data 	(in_data 		),
	.in_de 		(in_de 			),
	.out_clk 	(clk 			),
	.out_de 	(out_de 		),
	.out_data 	({w3,w2,w1} 	)
);
reg [2:0] [15:0] p1,p2,p3;
always@(posedge clk)
begin 
	p1 <= {p1[1:0],w1};
	p2 <= {p2[1:0],w2};
	p3 <= {p3[1:0],w3};
end	
wire [2:0] [11:0] data_tem;
assign data_tem[0] = p1[0][15:11] + p1[1][15:11] * 2 + p1[2][15:11] + p2[0][15:11] * 2 + p2[1][15:11] * 4 + p2[2][15:11] * 2 + p3[0][15:11] + p3[1][15:11] * 2 + p3[2][15:11]; 
assign data_tem[1] = p1[0][10: 5] + p1[1][10: 5] * 2 + p1[2][10: 5] + p2[0][10: 5] * 2 + p2[1][10: 5] * 4 + p2[2][10: 5] * 2 + p3[0][10: 5] + p3[1][10: 5] * 2 + p3[2][10: 5]; 
assign data_tem[2] = p1[0][ 4: 0] + p1[1][ 4: 0] * 2 + p1[2][ 4: 0] + p2[0][ 4: 0] * 2 + p2[1][ 4: 0] * 4 + p2[2][ 4: 0] * 2 + p3[0][ 4: 0] + p3[1][ 4: 0] * 2 + p3[2][ 4: 0]; 
reg[1:0] vs_r,hs_r,de_r;
always@(posedge clk ) 
begin
	vs_r        <= {vs_r[0],in_vs};
	hs_r		<= {hs_r[0],in_hs};
	de_r		<= {de_r[0],in_de};
end
assign out_data[15:11] = out_de?data_tem[0][11:4]:'d0;
assign out_data[10: 5] = out_de?data_tem[1][11:4]:'d0;
assign out_data[ 4: 0] = out_de?data_tem[2][11:4]:'d0;
assign out_de = de_r[1]; 
assign out_vs = vs_r[1]; 
assign out_hs = hs_r[1]; 
endmodule 
</file>
<file path="design/flow/run.sh">
#!/bin/bash
# OpenROAD 26Q1-2900-gdf79404cd8, Yosys 0.63+post, stock flow scripts
make -C /OpenROAD-flow-scripts/flow DESIGN_CONFIG=/design/flow/config.mk WORK_HOME=/design/flow/orfs finish
</file>
<file path="design/flow/config.mk">
export PLATFORM = sky130hd
export DESIGN_NAME = rgb_gauss
export DESIGN_NICKNAME = rgb_gauss
export VERILOG_FILES = /design/flow/design.v
export SDC_FILE = /design/flow/constraint.sdc
export NUM_CORES = 4
export LEC_CHECK = 1
export CORE_UTILIZATION = 40
</file>
<file path="design/flow/constraint.sdc">
current_design rgb_gauss

set clk_period 5.0
set clk_io_pct 0.2

create_clock -name clk0 -period $clk_period [get_ports {clk}]

set non_clock_inputs [all_inputs -no_clocks]
set_input_delay [expr $clk_period * $clk_io_pct] -clock clk0 $non_clock_inputs
set_output_delay [expr $clk_period * $clk_io_pct] -clock clk0 [all_outputs]
</file>
==> notes.md <==
Physical design

The number of buffers added by the clock tree synthesis step stands at 1592. The min-delay analysis places its worst path in the category input port to flop. The clock period minus final worst setup slack stands at 5910 ps.

Counting only logic cells after layout, the most numerous master is sky130_fd_sc_hd__edfxtp_1. The timing report gives the clock slew at the launch and capture registers of the worst setup and hold paths as 60 ps. The checks that failed: setup timing.

The pin count of the biggest net entering global routing stands at 156. The area fraction of the largest cell type after synthesis is 0.986. The number of different library cells in the post-synthesis netlist stands at 31.

The root buffer cell chosen for the clock tree is sky130_fd_sc_hd__clkbuf_16. For this run, the register share of the synthesized area comes to 0.992. The number of hold violations in the final report stands at 0. The DRC violation total left in the routed layout is recorded as 0. Per the power-grid run, VDD falls by no more than 733 uV. Warnings raised by the tools during the run amount to 206.

The data required time of the worst path stands at 4000 ps. The mux cell area share after synthesis stands at 0.0000639. For this run, the number of Yosys warnings is 3. Setup repair after global routing could not meet its margin everywhere. The final-report max-slew violation count stands at 0. The share of synthesized cell area in full adder, half adder and majority cells stands at 0.00509. After synthesis, the cell types taking the most area are sky130_fd_sc_hd__edfxtp_1, sky130_fd_sc_hd__dfxtp_1, sky130_fd_sc_hd__fa_1, sky130_fd_sc_hd__inv_1, sky130_fd_sc_hd__ha_1. The number of max-capacitance violations reported stands at 0. In the floorplan report the effective utilization is 0.402. Ranking logic cells in the layout by count gives the top entries sky130_fd_sc_hd__edfxtp_1, sky130_fd_sc_hd__clkbuf_16, sky130_fd_sc_hd__clkinv_1. Per the CTS log, the maximum H-tree level is 7. The layout has 92500 filler cells.

The met3 wirelength from detailed routing stands at 81300 um. The area fraction in and, or, nand and nor cells stands at 0.000522. The synthesized instance count stands at 16000. The total I/O pin count stands at 39.

The final-layout worst hold slack stands at 236 ps. The post-route standard cell area excluding fillers stands at 542000 sq um. For reference, the placement row count at floorplan is 397.

Adding up every negative setup slack in the final design gives -12530 ps. The routed length on met2 stands at 180000 um. The flip-flop and latch count after synthesis stands at 15600. The area recorded from the Yosys report for this design is 470000 sq um. The final-report setup violation count stands at 16. The peak fanout along the critical path stands at 2.

The cell area after synthesis stands at 470000 sq um. Checking max transition, the worst relative margin is 0.409. The total area inside the core boundary comes to 1170000 sq um.

Detailed-route iteration 0 reported a violation count of 12500. The final HPWL from detailed placement stands at 201000 um. Port buffering added 38 buffers. The number of iterations in the first detailed-routing pass stands at 5. The final standard cell count with taps included and fillers excluded stands at 34600.

The height of the die stands at 1090 um. The cell count in the Yosys report stands at 16000. According to the CTS report, the clock sink count is 15600. The count of antenna-violating nets left after detailed routing stands at 0. The global route stage reports its total congestion overflow as 0.

The share of layout cells above drive strength 1 stands at 0.132. The average footprint of a synthesized cell stands at 29.4 sq um. The number of placed instances, taps included, is 31800. The share of synthesized cell area in and-or and or-and compound cells stands at 0.000362. TritonCTS built the clock tree. The met1 wire length stands at 243000 um. The layout overhead on the synthesized area stands at 15.4%.

The first-pass GRT wire length stands at 848000 um. Per the layout area report, the register area comes to 466000 sq um. Signal nets in the final route climb as high as met5.

In this run, the synthesized area fraction spent on xor and xnor cells is recorded as 0.000149. The multi-input combinational cells in the finished layout cover a total of 3140 sq um. In this run the horizontal extent of the chip is 1090 um. The largest buffer count on any clock path stands at 6. The instance area after placement stands at 493000 sq um. The routed layout has 152000 vias. At the pin with the least slew margin, the transition time is 886 ps. The run finished, with violations left. The worst setup slack after layout stands at -911 ps. The worst setup path is captured at an output port. The via count of the first global-routing pass stands at 156000.

The clock latency at the later pin of the worst-skew pair stands at 1270 ps. The power report puts the leakage power at 180 nW. The number of antenna violations at the first check in global routing is 5. Yosys shows that the main logic family after synthesis is adder cells. Total power normalized to cell area comes to 499 nW/um^2. Across every metal layer, demand over resource in global routing totals 0.0979. The critical path is of the flop to output port type. The overall chip area stands at 1180000 sq um. The wire length reported by the detailed router stands at 520000 um. Routability-driven placement finished with a final weighted congestion of 0.751. The post-detailed-route via-to-cell ratio stands at 4.39.

Across the routed clock network, the largest skew measured is 114 ps. For this run, the top clock speed supported by timing is 0.169 GHz. Per the synthesis report, the dominant area consumer among library cells is sky130_fd_sc_hd__edfxtp_1. The OpenROAD report gives the critical path a data arrival time of 4910 ps. The post-route fraction of the period consumed by the critical path stands at 1.18. The wire length per cell after detailed routing stands at 15.0 um. STA classifies the critical path startpoint as a flop.
registers in the layout, summed over array words and instances (netlist names):
name / count
de_r: 2
hs_r: 2
linebuffer_m0.fifo_data: 15376
linebuffer_m0.out_data: 48
p1: 48
p2: 48
p3: 48
vs_r: 2
per-stage QoR:
stage,setup slack (ps),total power [mW],utilization
after CTS,-1090,275,0.464
after floorplan,415,157,-
after global placement,-301,162,0.421
final,-911,271,0.464
after global routing,-1200,282,0.464
after detailed placement,-223,162,0.421
final cells by class:
type	instances	share of cell area
flip-flops and latches	15600	0.860
clock buffers	1921	0.0765
repair buffers	319	0.00669
clock inverters	862	0.0139
diodes	17	0.0000785
inverters	174	0.00120
well taps	15600	0.0359
multi-input cells	209	0.00580
timing repair:
action	in CTS	in global routing
endpoints found under the setup margin	16	16
setup buffers	16	2
hold endpoints to repair	0	0
hold buffers	0	0
gates resized	147	24
pin swaps	74	26
path summary, 6_finish.rpt:
kind	end	depth (start not counted)	slack (ps)	startpoint
worst min register to register	linebuffer_m0.fifo_data[1][6912]	0	300	linebuffer_m0.fifo_data[1][6896]
worst max-delay path	out_data[14]	15	-910	p1[47]
worst max register to register	linebuffer_m0.out_data[16]	2	3090	de_r[1]
worst min-delay path	hs_r[0]	1	240	in_hs
power breakdown:
group,internal (mW),leakage (nW),total [mW],switching [mW]
Combinational,2.26,4.06,6.20,3.94
Clock,65.0,24.0,111,45.8
Sequential,152,152,154,2.00
critical path, stage by stage (launching register included):
cell and delay (ps):
sky130_fd_sc_hd__dfxtp_2 320, sky130_fd_sc_hd__inv_2 30, sky130_fd_sc_hd__fa_1 550, sky130_fd_sc_hd__inv_2 50
sky130_fd_sc_hd__fa_2 470, sky130_fd_sc_hd__fa_1 530, sky130_fd_sc_hd__inv_2 40, sky130_fd_sc_hd__fa_1 520
sky130_fd_sc_hd__inv_2 70, sky130_fd_sc_hd__fa_2 380, sky130_fd_sc_hd__buf_6 130, sky130_fd_sc_hd__a21o_1 150
sky130_fd_sc_hd__a21oi_2 130, sky130_fd_sc_hd__xnor2_1 120, sky130_fd_sc_hd__and2_1 130, sky130_fd_sc_hd__buf_2 90
logic make-up (layout without fill, tap and decap cells):
family | count (synthesis) | after routing
xor gates and xnor gates | 8 | 8
AOI/OAI and AO/OA | 27 | 27
muxes | 3 | 3
buffers and inverters | 176 | 3276
DFF | 15600 | 15600
other | 0 | 17
adders and majority gates | 131 | 131
and+or+nand+nor | 40 | 40
metal layers:
metal | up-vias | global-route usage
met2 | 5783 | 0.0987
met5 | - | 0.000841
met4 | 2 | 0.0263
li1 | 69000 | -
met3 | 1257 | 0.0752
met1 | 76000 | 0.181
synthesized netlist by cell type (all sizes together):
cell and number:
nand3b 2, a31oi 3, a21oi 9, ha 31, xnor2 3, inv 174, nor3b 2, nor2 1
fa 100, edfxtp 15400, nand2 5, xor2 5, and3b 1, o41ai 1, or4b 1, mux2i 3
dfxtp 150, o211ai 1, nand2b 6, nand3 1, o21ai 8, o31ai 2, clkbuf 2, a21o 2
nand4 2, o311a 1, nand4bb 1, and2 14, nor3 4
Power is estimated from default activity; no workload was simulated.
