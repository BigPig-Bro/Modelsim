### design/flow/run.sh
#!/bin/bash
# OpenROAD 26Q1-2900-gdf79404cd8, Yosys 0.63+post, stock flow scripts
make -C /OpenROAD-flow-scripts/flow DESIGN_CONFIG=/design/flow/config.mk WORK_HOME=/design/flow/orfs finish
### design/flow/config.mk
export PLATFORM = sky130hd
export DESIGN_NAME = uart_top
export DESIGN_NICKNAME = uart_top
export VERILOG_FILES = /design/flow/design.v
export SDC_FILE = /design/flow/constraint.sdc
export NUM_CORES = 4
export LEC_CHECK = 1
export CORE_UTILIZATION = 50
### design/flow/constraint.sdc
current_design uart_top

set clk_period 8.8
set clk_io_pct 0.2

create_clock -name clk0 -period $clk_period [get_ports {clk}]

set non_clock_inputs [all_inputs -no_clocks]
set_input_delay [expr $clk_period * $clk_io_pct] -clock clk0 $non_clock_inputs
set_output_delay [expr $clk_period * $clk_io_pct] -clock clk0 [all_outputs]
### design/flow/design.v
module uart_rx#(
	parameter CLK_FRE 	= 50,
	parameter UART_RATE = 115200
	) (
	input 				clk,     
	output 	 			recv_en,	
	output reg 	[ 7:0] 	recv_data = 0,	
	input 				rx_pin 
);
parameter  RATE_CNT = (CLK_FRE * 1000_000 / UART_RATE) - 1;
reg [20:0] clk_cnt;
enum {WAIT,START,RECV,STOP}STATE_RX;
reg [1:0] state;
assign recv_en = clk_cnt > RATE_CNT;
reg [ 7:0] recv_data_r;
reg [ 2:0] recv_cnt;
always@(posedge clk)
	case(state)
		WAIT:
			if(!rx_pin)begin 
				recv_cnt <= 'd0;
				state <= START;
			end
		START:begin 
			if(clk_cnt == RATE_CNT / 2)begin 
				clk_cnt <= 0;
				state <= RECV;
			end
			else
				clk_cnt <= clk_cnt + 1;
		end
		RECV:begin 
			if(clk_cnt == RATE_CNT)begin 
				clk_cnt <= 0;
				recv_data_r[recv_cnt] <= rx_pin;
				recv_cnt <= recv_cnt + 1;
				state <= (recv_cnt == 7 )?STOP : RECV ;
			end
			else
				clk_cnt <= clk_cnt + 1;
		end
		STOP:begin 
			recv_data <= recv_data_r;
			if(clk_cnt == RATE_CNT * 3 / 2)begin 
				clk_cnt <= 0;
				state <= WAIT;
			end
			else 
				clk_cnt <= clk_cnt + 1;
		end
	endcase
endmodule
module uart_top #(
	parameter CLK_FRE 		= 50,
	parameter UART_RATE 	= 115200
	)(
	input 			clk,     
	input [23:0] 	dht11_data,
	output 			thres_en,
	input 			uart_rx,
	output			uart_tx
);
enum {SEND,WAIT}STATE_LOOP;
reg [1:0] state = 'd0;
reg  [31:0] wait_cnt = 'd0;
reg  [ 7:0] send_cnt = 'd0;
reg  [ 7:0] send_data = 'd0;
reg  	    send_en = 'd0;
wire 	    send_busy;
reg [7:0] temp_thres = 8'd40;
wire [ 7:0] recv_data;
wire 		recv_en;
parameter 	ENG_NUM  = 22; 
parameter 	CHE_NUM  = 8; 
parameter 	DATA_NUM = CHE_NUM * 3 + ENG_NUM;  
wire [ DATA_NUM * 8 - 1:0] char_data = {"DHT11 温度:00.00 湿度:00 湿度阈值:00","\r\n"};
always@(posedge clk)
	case(state)
		SEND:begin  
			if(send_cnt == DATA_NUM + 1)begin 
				send_en 	<= 'b0;
				state 		<= WAIT;
			end
			else if(!send_busy)begin
				send_en 	<= 'b1;
				case(send_cnt)
					'd13:	send_data 	<= char_data[ (DATA_NUM - 1 - send_cnt) * 8 +: 8] + dht11_data[23:20];
					'd14:	send_data 	<= char_data[ (DATA_NUM - 1 - send_cnt) * 8 +: 8] + dht11_data[19:16];
					'd15:	send_data 	<= char_data[ (DATA_NUM - 1 - send_cnt) * 8 +: 8] + dht11_data[15:12];
					'd16:	send_data 	<= char_data[ (DATA_NUM - 1 - send_cnt) * 8 +: 8] + dht11_data[11: 8];
					'd26:	send_data 	<= char_data[ (DATA_NUM - 1 - send_cnt) * 8 +: 8] + dht11_data[ 7: 4];
					'd27:	send_data 	<= char_data[ (DATA_NUM - 1 - send_cnt) * 8 +: 8] + dht11_data[ 3: 0];
					'd42:	send_data 	<= char_data[ (DATA_NUM - 1 - send_cnt) * 8 +: 8] + temp_thres / 10;
					'd43:	send_data 	<= char_data[ (DATA_NUM - 1 - send_cnt) * 8 +: 8] + temp_thres % 10;
					default:	send_data 	<= char_data[ (DATA_NUM - 1 - send_cnt) * 8 +: 8];
				endcase
				send_cnt 	<= send_cnt + 1;
			end
		end
		WAIT: 
			if(wait_cnt == CLK_FRE * 1_000_000)begin 
				wait_cnt 	<= 0;
				send_cnt 	<= 0;
				state <= SEND;
			end
			else begin
				wait_cnt <= wait_cnt + 1;
			end
	endcase
assign thres_en = (dht11_data[7:4] * 10 + dht11_data[3:0] ) >= temp_thres;
reg recv_en_r;
always@(posedge clk) recv_en_r <= recv_en;
always@(posedge clk)
	if(recv_en_r && !recv_en)
		case(recv_data)  
			8'H30: temp_thres <= temp_thres - 1;
			8'H31: temp_thres <= temp_thres + 1;
			default:temp_thres <= temp_thres;
		endcase
	else
		temp_thres <= temp_thres;
uart_tx #(
	.CLK_FRE 	(CLK_FRE 		),
	.UART_RATE 	(UART_RATE 		)
	)uart_tx_m0(
	.clk 		(clk 			),
	.send_en 	(send_en 		),
	.send_busy 	(send_busy 		),
	.send_data 	(send_data 		),
	.tx_pin 	(uart_tx 		)
	);
uart_rx #(
	.CLK_FRE 	(CLK_FRE 		),
	.UART_RATE 	(UART_RATE 		)
	)uart_rx_m0(
	.clk 		(clk 			),
	.recv_en 	(recv_en 		),
	.recv_data 	(recv_data 		),
	.rx_pin 	(uart_rx 		)
	);
endmodule
module uart_tx#(
	parameter CLK_FRE 	= 50,
	parameter UART_RATE = 115200
	) (
	input 				clk,     
	input 				send_en ,	
	output 	 			send_busy ,	
	input 		[ 7:0] 	send_data ,	
	output reg 			tx_pin = 1
);
parameter  RATE_CNT = (CLK_FRE * 1000_000 / UART_RATE) - 1;
reg [20:0] clk_cnt = 'd0;
enum {WAIT,START,SEND,STOP}STATE_TX;
reg [1:0] state = 'd0;
assign send_busy = state != WAIT;
reg [ 7:0] send_data_r = 'd0;
reg [ 2:0] send_cnt = 'd0;
always@(posedge clk)
	case(state)
		WAIT:
			if(send_en)begin 
				send_data_r <= send_data;
				send_cnt <= 'd0;
				state <= START;
			end
		START:begin 
			tx_pin <= 0;
			if(clk_cnt == RATE_CNT)begin 
				clk_cnt <= 0;
				state <= SEND;
			end
			else
				clk_cnt <= clk_cnt + 1;
		end
		SEND:begin 
			tx_pin <= send_data_r[send_cnt];
			if(clk_cnt == RATE_CNT)begin 
				clk_cnt <= 0;
				send_cnt <= send_cnt + 1;
				state <= (send_cnt == 7 )?STOP : SEND ;
			end
			else
				clk_cnt <= clk_cnt + 1;
		end
		STOP:begin 
			tx_pin <= 1;
			if(clk_cnt == RATE_CNT)begin 
				clk_cnt <= 0;
				state <= WAIT;
			end
			else
				clk_cnt <= clk_cnt + 1;
		end
	endcase
endmodule
==> flow_metrics.py <==
# Generated from Yosys and OpenROAD reports
metrics = {
    "run_status": {
        "status": "complete, no violations",
    },
    "route": {
        "avgViaCountPerCell": 5.76,
        "drt_iter0_drc": 352,
        "antenna_left": 0,
        "drc": 0,
        "via_count": 7191,
        "firstDrtPassIters": 5,
        "detail_route.wl_per_cell_um": 15.5,
        "diodes": 0,
        "drt-total-wl_um": 19300,
    },
    "sta": {
        "tightest_slew_ns": 0.719,
        "hold_viol_final": 0,
        "clock.fmax_mhz": 153,
        "setup_viol": 0,
        "clock_skew_ns": 0.0152,
        "drv_slew": 0,
        "min_period_ns": 6.55,
        "relSlewSlack_pct": 51.9,
        "fin_crit_sh_pct": 74.5,
        "rsz0062_at_grt": "no",
        "tns_ns": 0,
    },
    "floorplanning": {
        "die_width_um": 141,
        "fp-utilization_pct": 51.3,
        "core-area_um2": 18800,
        "die_h_um": 141,
        "pin_count": 28,
        "dieArea_um2": 19800,
        "fp-row-count": 50,
    },
    "setup_path": {
        "worst_ep_required_time_ns": 7.04,
        "end_kind": "primary output",
        "cp_max_fo": 4,
        "critPathLaunchType": "input pin",
        "arrival_ns": 4.79,
        "crit_type": "input pin to primary output",
    },
    "logic_synthesis": {
        "top_cell": "edfxtp_1",
        "yosys_warnings": 3,
        "postSynthAreaPerCell_um2": 9.88,
        "yosysSeqAreaShare_pct": 42.5,
        "edf_count": 133,
        "syn-cell-area_um2": 9640,
        "yosysTopAreaCell": "edfxtp_1",
        "yosys_cells": 975,
        "synthTopCellsByCount": "edfxtp_1 (133), nor2_1 (103), nand2_1 (94)",
        "top_area_share_pct": 41.4,
        "synth-main-ff-cell": "edfxtp_1",
        "ys_types": 90,
        "netlist_instances": 975,
        "ys_area_um2": 9640,
        "ys.flops": 138,
        "topCellsByArea": "edfxtp_1 (41%), ha_1 (7.1%), xnor2_1 (6.0%)",
        "async_flop_share_pct": 0,
    },
    "global_route": {
        "grt_max_degree": 46,
        "antenna_found_initial": 0,
        "grt_pass1_wl_um": 32900,
        "grt_pass1_vias": 6715,
        "grt_usage_pct": 21.6,
        "grt_overflow_total": 0,
    },
    "clock_network": {
        "cts_buffers": 17,
        "clk_latency_ns": 0.42,
        "clkTransAtPathRegs_ns": 0.07,
        "h-tree-depth": 4,
        "cts_repair_resize_count": 0,
        "cts_tree": "built",
        "clockBufferDepth": 2,
        "post-cts-setup-buffers": 0,
        "hold_buffers": 0,
        "cts_num_sinks": 138,
        "root_buffer": "clkbuf_16",
    },
    "run": {
        "log.warning_count": 41,
        "max-cap-violations": 0,
    },
    "cells_and_area": {
        "fillers": 1614,
        "area_delta_synth_final_pct": 11.3,
        "drive_gt1_share_pct": 7.68,
    },
    "hold_path": {
        "hold_path.class": "register to register",
    },
    "power_and_ir_drop": {
        "total_power_uw": 1530,
        "p_leak_uw": 0.00409,
        "p_per_area_nw_per_um2": 142,
        "max-vdd-ir-drop_v": 0.000127,
    },
    "placed_design": {
        "portBuffers": 27,
        "place.gp.congestion": 0.905,
        "place_hpwl_um": 13800,
    },
}
## worst paths after layout
kind                            cells past startpoint                   endpoint           from  slack, ns
worst min-delay path                                0  uart_tx_m0.send_data_r[7]   send_data[7]       0.40
worst min register to register                      0  uart_tx_m0.send_data_r[7]   send_data[7]       0.40
worst max register to register                     24               send_data[7]  temp_thres[6]       2.73
worst max-delay path                               15                   thres_en  dht11_data[6]       2.25
## layer usage
metal / wire length [um] / vias up / GRT usage, %
li1: - / 3633 / -
met1: 9310 / 3363 / 35.7
met2: 8840 / 172 / 33.2
met3: 875 / 23 / 2.98
met4: 280 / 0 / 2.97
met5: 0 / - / 0
## state kept, by name, indices dropped and copies added (netlist names), 3 cells and up
signal,count
uart_rx_m0.recv_data,8
send_cnt,8
uart_rx_m0.state,4
temp_thres,8
send_data,8
uart_rx_m0.clk_cnt,21
uart_rx_m0.recv_data_r,8
uart_tx_m0.clk_cnt,21
uart_rx_m0.recv_cnt,3
uart_tx_m0.send_data_r,8
wait_cnt,32
uart_tx_m0.send_cnt,3
## cell usage in the layout, fill, tap and decap left out, types with 5 or more instances in the layout
cell type        instances
ha_1                    55
inv_1                   41
nand2_1                 94
buf_4                   15
mux2i_1                  7
and2_1                  12
mux2_2                   6
clkbuf_16               17
nor2_1                 103
edfxtp_1               133
dfxtp_1                  5
and3_1                  18
nor4_1                  17
a21o_1                   8
o21bai_1                 7
nand4_1                 22
a22oi_1                  7
nand2b_1                 6
inv_6                    5
and4_1                   6
a31oi_1                  8
nor2b_1                 11
a22o_1                  10
o21ai_0                 41
nor3_1                  22
xor2_1                  45
o22ai_1                  6
a21oi_1                 54
nand3_1                 41
nor4b_1                  5
xnor2_1                 66
clkdlybuf4s50_1         27
## critical path, stage by stage
cell and delay [ns]:
clkdlybuf4s50_1 0.58, ha_1 0.27, ha_1 0.32, a21oi_1 0.26, xnor2_1 0.16, ha_1 0.26
nand4_1 0.13, nor2_1 0.05, nor2_1 0.08, nand2_1 0.07, a21oi_1 0.16, nor2b_1 0.06
o21ai_0 0.15, nand2_1 0.08, clkdlybuf4s50_1 0.41
## area by class of cell
cell class	count	area (um2)	share of cell area, %
Multi-Input combinational cell	758	5150	48.0
Sequential cell	138	4090	38.2
Clock buffer	18	429	4.00
Timing Repair Buffer	42	383	3.57
Tap cell	234	293	2.73
Clock inverter	14	209	1.95
Inverter	45	169	1.57
## report_power, final
part,internal [uW],switching [uW]
Sequential,709,0
Combinational,22.9,17.9
Clock,483,296
## kinds of logic after synthesis
group,synth area share [%]
compound gates,12.8
xor+xnor,10.3
fa+ha+maj,8.09
buf+inv,4.04
flops,42.5
mux,2.04
simple gates,20.3
## metrics by stage
stage | utilization, % | cells | hold slack (ns) | worst slack [ns] | area, um2
finish | 57.2 | 1249 | 0.402 | 2.25 | 10700
global route | 57.2 | 1249 | 0.421 | 1.93 | 10700
CTS | 57.2 | 1249 | 0.405 | 2.23 | 10700
detailed placement | 53.8 | 1217 | 0.406 | 2.24 | 10100
global placement | 53.8 | 1217 | 0.406 | 2.29 | 10100
floorplan | - | 975 | 0.400 | 3.43 | 9640
